[flow/config.mk]
export PLATFORM = sky130hd
export DESIGN_NAME = registerFile
export DESIGN_NICKNAME = registerFile
export VERILOG_FILES = /design/flow/design.v
export SDC_FILE = /design/flow/constraint.sdc
export NUM_CORES = 4
export LEC_CHECK = 1
export CORE_UTILIZATION = 50
export SYNTH_HDL_FRONTEND = slang
[flow/constraint.sdc]
current_design registerFile

set clk_period 7.6
set clk_io_pct 0.2

create_clock -name clk0 -period $clk_period [get_ports {clk}]

set non_clock_inputs [all_inputs -no_clocks]
set_input_delay [expr $clk_period * $clk_io_pct] -clock clk0 $non_clock_inputs
set_output_delay [expr $clk_period * $clk_io_pct] -clock clk0 [all_outputs]
[flow/design.v]
`timescale 1ns / 1ps
module registerFile (
    input  logic        clk,         
    input  logic        wrt,         
    input  logic [5:0]  rd,          
    input  logic [5:0]  rs,          
    input  logic [5:0]  rt,          
    input  logic [31:0] data_in,     
    output logic [31:0] rs_out,      
    output logic [31:0] rt_out       
);
    logic [31:0] regs [0:63];
    integer i;
    initial begin
        for (i = 0; i < 64; i = i + 1) begin
            regs[i] = 32'h00000000;
        end
    end
    always @(posedge clk) begin
        if (wrt) begin
            regs[rd] <= data_in;
        end
        rs_out <= regs[rs];
        rt_out <= regs[rt];
    end
endmodule
[flow/run.sh]
#!/bin/bash
# OpenROAD 26Q1-2900-gdf79404cd8, Yosys 0.63+post, stock flow scripts
make -C /OpenROAD-flow-scripts/flow DESIGN_CONFIG=/design/flow/config.mk WORK_HOME=/design/flow/orfs finish
==> reports/qor.log <==
INFO  job            timing.max_cap.violations=0
INFO  grt            grt_antenna_before_repair=7
INFO  setup_path     reg2reg_setup_slack=4.72ns
INFO  timing         final_hold_viol_count=0
INFO  grt            globalRouteMet3Util=0.305
INFO  setup_path     endpoint_kind=flop
INFO  die            die-width=439µm
INFO  timing         fin_setup_tns=0ns
INFO  detailed_routing drc_violation_total_after_the_first_tritonroute_iteration=3239
INFO  grt            largest_net_degree_at_the_start_of_global_routing=78
INFO  clocking       clk_pin_slew_worst_paths=0.06ns
INFO  grt            grt.met2_usage=0.487
INFO  logic_synthesis async_reset_ff_frac=0
INFO  setup_path     worstSetupStartpointType=input port
INFO  detailed_routing antenna_left=0
INFO  die            floorplan.initialDensity=0.503
INFO  detailed_routing vias_per_instance=6.82
INFO  logic_synthesis numSynthFlops=2112
INFO  clocking       clk_path_buf_depth=3
INFO  grt            global_route.peak_usage_layer=met2
INFO  pwr            worst_ir_drop_vdd=257µV
INFO  timing         fin_crit=4.56ns
INFO  clocking       post_cts.resized_instances=0
INFO  logic_synthesis seq_area_frac_synth=0.656
INFO  clocking       cts_buf_count=222
INFO  clocking       worstSkewPairLatency=0.87ns
INFO  setup_path     critical_path.reg2reg.endpoint=rs_out[17]
INFO  logic_synthesis synth_chip_area=0.0957mm²
INFO  die            std_cell_rows=160
INFO  timing         timing_max_transition_violations_final=0
INFO  logic_synthesis syn-mean-instance-area=21.7µm²
INFO  setup_path     rr_startpoint=regs[55][17]
INFO  timing         tightest_slew=1.29ns
INFO  setup_path     critPathMaxFanout=32
INFO  logic_synthesis edf_count=2048
INFO  die            ioPinCount=116
INFO  timing         period_used_share=0.600
INFO  run_status     run_status=complete, no violations
INFO  clocking       tritoncts_clock_tree=done
INFO  grt            met1_usage=0.455
INFO  timing         whs=0.846ns
INFO  setup_path     timing.critical_path.arrival=5.31ns
INFO  timing         slew_headroom=0.138
INFO  clocking       htreeDepth=4
INFO  detailed_routing drt-pass1-iter-count=5
INFO  grt            grt_pass1_vias=56300
INFO  timing         timing.final.setup_violations=0
INFO  die            fp.dieH=439µm
INFO  die            die_area=0.193mm²
INFO  logic_synthesis synth_top_flop_cell=sky130_fd_sc_hd__edfxtp_1
INFO  grt            grt.overflow.total=0
INFO  setup_path     cp_data_required_time=8.35ns
INFO  placement      routabilityCongestion=0.915
INFO  clocking       cts_hold_buffers=0
INFO  logic_synthesis synth_warnings=0
INFO  clocking       clk_root_buffer_cell=sky130_fd_sc_hd__clkbuf_16
INFO  hold_path      hold_path_class=reg2reg
INFO  detailed_routing drt-wirelength-per-cell=40.2µm
INFO  logic_synthesis netlist_instances=4412
INFO  setup_path     worst_r2r_path_depth=6
INFO  hold_path      min-delay-start=regs[39][18]
INFO  detailed_routing drc=0
INFO  logic_synthesis synth_stat.cells=4412
INFO  logic_synthesis fraction_of_synthesized_cell_area_taken_by_the_top_area_cell_type=0.643
INFO  detailed_routing via_count=50100
INFO  setup_path     startpoint_to_endpoint_class_of_the_critical_path=in2reg
INFO  logic_synthesis topCellsByArea=sky130_fd_sc_hd__edfxtp_1, sky130_fd_sc_hd__mux4_2, sky130_fd_sc_hd__mux2i_1, sky130_fd_sc_hd__dfxtp_1, sky130_fd_sc_hd__a22oi_1
INFO  timing         unrepaired_setup_endpoints_after_global_routing=false
INFO  pwr            lkg_pwr=33.9nW
INFO  timing         timing.clock.skew=0.0309ns
INFO  final_layout   layout.filler_cells=13700
INFO  timing         max_freq=219MHz
INFO  final_layout   area.growth.synth_to_final=12.8%
INFO  grt            grt_use_total=0.356
INFO  hold_path      whs_endpoint=rs_out[18]
INFO  placement      hpwlAfterDp=177000µm
INFO  clocking       cts_sinks=2112
INFO  detailed_routing drt_wl_total=296000µm
INFO  logic_synthesis synth.cell_area=0.0957mm²
INFO  logic_synthesis dominant_cell_type_by_area_after_synthesis=sky130_fd_sc_hd__edfxtp_1
INFO  die            coreArea=0.190mm²
INFO  final_layout   share_of_post_route_cells_with_drive_strength_above_1=0.379
INFO  hold_path      whs_path_depth=4
INFO  pwr            cellPowerDensity=242mW/mm²
INFO  grt            first_pass_grt_wire_length=418000µm
INFO  clocking       postCtsSetupRepairBufs=0
INFO  job            stage_log_warnings=26
INFO  logic_synthesis synth.lib_cells_used.distinct=38
INFO  placement      io_buffers=115
==> power breakdown <==
part	switching, mW	total [mW]	leakage (nW)	internal, mW
clock network	4.49	11.0	3.62	6.47
registers	0.0958	13.0	19.0	12.9
logic	1.22	2.13	11.3	0.903
==> state kept, by name, indices dropped and copies added (netlist names) <==
name	flops
rt_out	32
rs_out	32
regs	2048
==> cells in the mapped netlist, types with 2 or more instances <==
library cell	number
sky130_fd_sc_hd__edfxtp_1	2048
sky130_fd_sc_hd__mux4_2	1124
sky130_fd_sc_hd__mux2i_1	204
sky130_fd_sc_hd__clkbuf_1	135
sky130_fd_sc_hd__buf_2	121
sky130_fd_sc_hd__nor2_1	94
sky130_fd_sc_hd__nand2_1	93
sky130_fd_sc_hd__a22oi_1	85
sky130_fd_sc_hd__dfxtp_1	64
sky130_fd_sc_hd__a21oi_1	58
sky130_fd_sc_hd__o22ai_1	56
sky130_fd_sc_hd__buf_4	55
sky130_fd_sc_hd__mux2_2	36
sky130_fd_sc_hd__o21ai_1	31
sky130_fd_sc_hd__o211ai_1	27
sky130_fd_sc_hd__buf_1	25
sky130_fd_sc_hd__nor2b_1	19
sky130_fd_sc_hd__o21ai_0	18
sky130_fd_sc_hd__o221ai_1	16
sky130_fd_sc_hd__a211oi_1	15
sky130_fd_sc_hd__a221oi_1	13
sky130_fd_sc_hd__buf_6	11
sky130_fd_sc_hd__a32oi_1	9
sky130_fd_sc_hd__nand3_1	9
sky130_fd_sc_hd__o32a_1	9
sky130_fd_sc_hd__nand2b_1	8
sky130_fd_sc_hd__and2_1	6
sky130_fd_sc_hd__nand3b_1	6
sky130_fd_sc_hd__nor3_1	3
sky130_fd_sc_hd__or2_2	3
sky130_fd_sc_hd__nand4_1	2
sky130_fd_sc_hd__or3_1	2
sky130_fd_sc_hd__or3b_2	2
==> routing by layer <==
metal | up-vias | routed length, µm
li1 | 20000 | -
met1 | 25900 | 88400
met2 | 3680 | 137000
met3 | 476 | 60000
met4 | 19 | 9160
met5 | - | 827
==> worst max path at each step <==
stage          from    endpoint  slack [ns]  cells after the start
CTS           rs[5]  rs_out[17]        3.34                      9
global route  rs[5]  rs_out[17]        3.14                      9
finish        rs[5]  rs_out[17]        3.04                      9
==> worst max-delay path, stage by stage <==
cell                       delay [ns]
sky130_fd_sc_hd__buf_4           0.16
sky130_fd_sc_hd__buf_4           0.56
sky130_fd_sc_hd__buf_4           0.66
sky130_fd_sc_hd__and2_1          0.24
sky130_fd_sc_hd__buf_4           0.28
sky130_fd_sc_hd__a21oi_1         0.25
sky130_fd_sc_hd__a221oi_1        0.94
sky130_fd_sc_hd__a211oi_1        0.34
sky130_fd_sc_hd__buf_4           0.26
==> cell families after synthesis <==
kind of cell           synth area share
and+or+nand+nor                  0.0113
AOI/OAI and AO/OA                0.0239
muxes                             0.290
DFF                               0.656
buffers and inverters            0.0183
==> cells in the final DEF, fill, tap and decap left out, drive strengths merged, types with 58 or more instances in the layout <==
cell           count
a21oi             58
a22oi             85
buf              270
clkbuf           302
clkdlybuf4s50     72
clkinv            89
dfxtp             64
edfxtp          2048
mux2i            204
mux4            1124
nand2             93
nor2              94
==> metrics by stage <==
stage          instances  area, µm²  utilization  worst slack (ns)  power (mW)
6_report            7343     108000        0.567              3.04        26.1
5_1_grt             7337     108000        0.567              3.14        26.8
4_1_cts             7336     108000        0.567              3.34        26.2
3_5_place_dp        6918     101000        0.529              2.43        15.4
3_3_place_gp        6918     101000        0.529              2.35        15.4
2_1_floorplan       4412      95700            -              2.89        14.4
==> layout make-up <==
cell class,instances,area (µm²),area share
Inverter,1,3.75,0.0000348
Clock inverter,116,1160,0.0107
Antenna cell,7,17.5,0.000162
Tap cell,2511,3140,0.0291
Clock buffer,302,6190,0.0573
Timing Repair Buffer,342,2980,0.0277
Multi-Input combinational cell,1952,31700,0.293
Sequential cell,2112,62800,0.582
Power is estimated from default activity; no workload was simulated.
