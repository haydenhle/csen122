===== /design/flow/design.v =====
`timescale 1ns / 1ps
module instructionMemory (
    input  logic        clk,          
    input  logic [7:0]  address,      
    output logic [31:0] instruction   
);
    logic [31:0] mem [0:255];
    integer i;
    initial begin
        mem[0] = 32'h00000001;
        mem[1] = 32'h00000002;
        mem[2] = 32'h00000003;
        mem[3] = 32'h00000004;
        mem[4] = 32'h00000005;
        mem[5] = 32'h00000006;
        mem[6] = 32'h00000007;
        mem[7] = 32'h00000008;
        for (i = 8; i < 256; i = i + 1) begin
            mem[i] = 32'h00000000;
        end
    end
    always @(posedge clk) begin
        instruction <= mem[address];
    end
endmodule

===== /design/flow/run.sh =====
#!/bin/bash
# OpenROAD 26Q1-2900-gdf79404cd8, Yosys 0.63+post, stock flow scripts
make -C /OpenROAD-flow-scripts/flow DESIGN_CONFIG=/design/flow/config.mk WORK_HOME=/design/flow/orfs finish

===== /design/flow/config.mk =====
export PLATFORM = sky130hd
export DESIGN_NAME = instructionMemory
export DESIGN_NICKNAME = instructionMemory
export VERILOG_FILES = /design/flow/design.v
export SDC_FILE = /design/flow/constraint.sdc
export NUM_CORES = 4
export LEC_CHECK = 1
export CORE_AREA = 10 10 70 70
export DIE_AREA = 0 0 80 80
export SYNTH_HDL_FRONTEND = slang
export SYNTH_MEMORY_MAX_BITS = 65536

===== /design/flow/constraint.sdc =====
current_design instructionMemory

set clk_period 1.1
set clk_io_pct 0.2

create_clock -name clk0 -period $clk_period [get_ports {clk}]

set non_clock_inputs [all_inputs -no_clocks]
set_input_delay [expr $clk_period * $clk_io_pct] -clock clk0 $non_clock_inputs
set_output_delay [expr $clk_period * $clk_io_pct] -clock clk0 [all_outputs]

==> results.sh <==
# physical design summary
export IMPL_synthMuxAreaShare=0
export IMPL_first_pass_iters=2
export IMPL_clock_sinks=4
export IMPL_crit_type="in -> reg"
export IMPL_syn_mean_instance_area_um2=8.79
export IMPL_slew_violations=0
export IMPL_use_met2=0.0393
export IMPL_area_growth_pct=29.8
export IMPL_outcome="finished, final reports clean"
export IMPL_chipWidth_um=80
export IMPL_period_needed_ps=1030
export IMPL_regMostFlops="instruction"
export IMPL_synth_cellmix_adderShare=0.0662
export IMPL_cp_top_family="simple AND/OR/NAND/NOR gates"
export IMPL_core_area_um2=3420
export IMPL_first_iter_violations=4
export IMPL_crit_chain="dlygate4sd2_1 > or4_4 > a211oi_2"
export IMPL_setup_viol=0
export IMPL_sw_frac_of_total=0.202
export IMPL_ys_warn_count=0
export IMPL_drc_errors=0
export IMPL_netlist_area_um2=378
export IMPL_min_delay_start="address[3]"
export IMPL_synthSimpleGateAreaFrac=0.136
export IMPL_cts_tree="built"
export IMPL_overflow=0
export IMPL_ys_sh_xor=0
export IMPL_ctsLongestPathBuffers=2
export IMPL_grt_pass1_wl_mm=1.13
export IMPL_top_area_cell="buf_4"
export IMPL_worst_path_stages=3
export IMPL_synth_cells_yosys=43
export IMPL_busiest_layer="met2"
export IMPL_antenna_cells=0
export IMPL_cap_violations=0
export IMPL_log_warning_count=27
export IMPL_ys_sh_aoi=0.0199
export IMPL_seqPwrFrac=0.392
export IMPL_synthTopLogicFamily="buffers and inverters"
export IMPL_finalCritPeriodShare=0.936
export IMPL_leakagePower_nw=0.257
export IMPL_p_int_w=0.000300
export IMPL_top_cell_area_share=0.556
export IMPL_cp_end_kind="register"
export IMPL_dp_cells=101
export IMPL_final_common_cell="conb_1"
export IMPL_hpwl_um=771
export IMPL_initCoreUtil=0.111
export IMPL_antenna_found_initial=0
export IMPL_p_per_area_nw_per_um2=767
export IMPL_combPwrFrac=0.144
export IMPL_reg_largest_list="instruction x4"
export IMPL_rows=21
export IMPL_hold_path_depth=3
export IMPL_worstPathRequired_ps=1250
export IMPL_wl_um=837
export IMPL_hold_viol=0
export IMPL_ys_seq_frac=0.212
export IMPL_postLayoutCoreUtil=0.144
export IMPL_numCtsBuffers=3
export IMPL_max_stage_delay_ps=520
export IMPL_ys_area_um2=378
export IMPL_p_switching_w=0.0000761
export IMPL_final_cells=104
export IMPL_antenna_left=0
export IMPL_rsz0062_at_grt="false"
export IMPL_fp_dieH_um=80
export IMPL_cts_setup_buffers=0
export IMPL_syn_inst=43
export IMPL_cts_max_level=1
export IMPL_portBuffers=12
export IMPL_grt_max_degree=5
export IMPL_viasPerCell=2.20
export IMPL_critPathBufInv=1
export IMPL_final_cell_mix="conb_1, dlygate4sd2_1, clkbuf_4, clkdlybuf4s50_1, dfxtp_1"
export IMPL_post_drt_wl_per_cell_um=8.05
export IMPL_hold_buffers=0
export IMPL_fillers=400
export IMPL_hold_class="in -> reg"
export IMPL_met3_usage=0.0102
export IMPL_synth_flops=4
export IMPL_path_clk_slew_ps=40
export IMPL_worstSetupStartpointType="input port"
export IMPL_largest_register_ffs=4
export IMPL_arrival_ps=1180
export IMPL_die_area_um2=6400
export IMPL_layout_drive_gt1_share=0.172
export IMPL_slowest_stage="or4_4"
export IMPL_yosys_top_cells_area="buf_4, dfxtp_1, ha_1"
export IMPL_clockPowerShare=0.464
export IMPL_synth_cell_types=10
export IMPL_grt_util_all_layers=0.0208
export IMPL_grt_pass1_vias=298
export IMPL_critPathMaxFanout=4
export IMPL_cts_root_buf="clkbuf_4"
export IMPL_fmax_ghz=0.971
export IMPL_num_vias=229
export IMPL_ioPinCount=41
export IMPL_grt_use_met1=0.0186
export IMPL_ir_drop_v=0.000172
export IMPL_holdPathEnd="instruction[2]"
export IMPL_place_gp_congestion=0.677
synth_stat cells:
library cell,n
conb_1,1
nand2b_1,2
a211oi_1,1
ha_1,2
nand3_1,1
buf_4,28
nor3_1,2
nor3b_2,1
or4_4,1
dfxtp_1,4
cell families after synthesis:
family,after synthesis
AOI/OAI and AO/OA,1
buffers and inverters,28
adders and majority gates,2
other,1
DFF,4
and+or+nand+nor,7
stage by stage:
step / TNS [ps] / worst slack (ps) / hold slack [ps] / power, W / instance area (um2)
final: 0 / 70.1 / 320 / 0.000376 / 490
after global routing: 0 / 15.1 / 339 / 0.000398 / 490
after CTS: -4.04 / -4.04 / 411 / 0.000393 / 479
after detailed placement: -1430 / -375 / 855 / 0.000209 / 454
after global placement: -1350 / -357 / 851 / 0.000210 / 454
after floorplan: 0 / 104 / 291 / 0.000230 / 479
power by group through the flow:
stage / Clock, W / Combinational (W) / Sequential (W)
finish: 0.000175 / 0.0000543 / 0.000147
global route: 0.000185 / 0.0000658 / 0.000147
CTS: 0.000188 / 0.0000571 / 0.000147
metal layers:
layer  vias up  part of all wire
met4         0            0.0048
li1        111                 -
met5         -                 0
met2        17              0.57
met1        99              0.32
met3         2             0.098
area by class of cell:
class | count | area (um2) | area share
Clock buffer | 3 | 22.5 | 0.0459
Multi-Input combinational cell | 38 | 204 | 0.416
Sequential cell | 4 | 81.3 | 0.166
Tap cell | 46 | 57.6 | 0.117
Timing Repair Buffer | 13 | 125 | 0.255
worst max path at each step:
stage | from | to
global route | address[1] | instruction[2]
finish | address[5] | instruction[2]
CTS | address[3] | instruction[2]
timing repair:
item	CTS	global route
pin swaps	2	3
resized	10	4
cloned	0	0
endpoints found under the setup margin	8	2
Power and IR drop assume default switching activity.
