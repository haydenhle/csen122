[/design/flow/config.mk]
export PLATFORM = sky130hd
export DESIGN_NAME = ALU
export DESIGN_NICKNAME = ALU
export VERILOG_FILES = /design/flow/design.v
export SDC_FILE = /design/flow/constraint.sdc
export NUM_CORES = 4
export LEC_CHECK = 1
export CORE_UTILIZATION = 40
export SYNTH_HDL_FRONTEND = slang
[/design/flow/constraint.sdc]
current_design ALU

set clk_period 30.6
set clk_io_pct 0.2

create_clock -name clk0 -period $clk_period

set non_clock_inputs [all_inputs -no_clocks]
set_input_delay [expr $clk_period * $clk_io_pct] -clock clk0 $non_clock_inputs
set_output_delay [expr $clk_period * $clk_io_pct] -clock clk0 [all_outputs]
[/design/flow/design.v]
`timescale 1ns / 1ps
module ALU (
    input  wire [31:0] A,      
    input  wire [31:0] B,      
    input  wire        add,    
    input  wire        neg,    
    input  wire        sub,    
    output wire [31:0] out,    
    output wire        Z,      
    output wire        N       
);
    wire [31:0] negA;           
    wire [31:0] negB;           
    wire [31:0] selA;           
    wire [31:0] selB;           
    wire        cout;           
    negate negA_block (
        .A   (A),
        .out (negA)
    );
    negate negB_block (
        .A   (B),
        .out (negB)
    );
    genvar i;
    generate
        for (i = 0; i < 32; i = i + 1) begin : A_SELECT
            mux2to1 muxA (
                .A    (A[i]),
                .negA (negA[i]),
                .sel  (neg),
                .out  (selA[i])
            );
        end
    endgenerate
    generate
        for (i = 0; i < 32; i = i + 1) begin : B_SELECT
            mux3to1 muxB (
                .B     (B[i]),
                .negB  (negB[i]),
                .sel   ({sub, neg}),
                .out   (selB[i])
            );
        end
    endgenerate
    fullAdder adder (
        .A   (selA),
        .B   (selB),
        .sum (out),
        .cout(cout)
    );
    assign Z = (out == 32'd0);
    assign N = out[31];
endmodule
`timescale 1ns / 1ps
module fullAdder (
    input  wire [31:0] A,     
    input  wire [31:0] B,     
    output wire [31:0] sum,   
    output wire        cout   
);
    wire [32:0] carry;
    assign carry[0] = 1'b0;
    genvar i;  
    generate
        for (i = 0; i < 32; i = i + 1) begin : ADDER_LOOP
            oneBitAdder adder (
                .A   (A[i]),
                .B   (B[i]),
                .cin (carry[i]),
                .sum (sum[i]),
                .cout(carry[i+1])
            );
        end
    endgenerate
    assign cout = carry[32];
endmodule
`timescale 1ns / 1ps
module mux2to1 (
    input  wire A,         
    input  wire negA,      
    input  wire sel,       
    output wire out        
);
    wire notSel;
    wire leftAnd;
    wire rightAnd;
    not (notSel, sel);
    and (leftAnd, notSel, A);
    and (rightAnd, sel, negA);
    or  (out, leftAnd, rightAnd);
endmodule
`timescale 1ns / 1ps
module mux3to1 (
    input  wire B,         
    input  wire negB,      
    input  wire [1:0] sel, 
    output wire out        
);
    wire notSel0;
    wire notSel1;
    wire andB;
    wire andZero;
    wire andNegB;
    not (notSel0, sel[0]);
    not (notSel1, sel[1]);
    and (andB, notSel1, notSel0, B);
    and (andZero, notSel1, sel[0], 1'b0);
    and (andNegB, sel[1], notSel0, negB);
    or  (out, andB, andZero, andNegB);
endmodule
`timescale 1ns / 1ps
module negate (
    input  wire [31:0] A,     
    output wire [31:0] out    
);
    wire [31:0] notA;          
    wire cout;                 
    not (notA[0],  A[0]);
    not (notA[1],  A[1]);
    not (notA[2],  A[2]);
    not (notA[3],  A[3]);
    not (notA[4],  A[4]);
    not (notA[5],  A[5]);
    not (notA[6],  A[6]);
    not (notA[7],  A[7]);
    not (notA[8],  A[8]);
    not (notA[9],  A[9]);
    not (notA[10], A[10]);
    not (notA[11], A[11]);
    not (notA[12], A[12]);
    not (notA[13], A[13]);
    not (notA[14], A[14]);
    not (notA[15], A[15]);
    not (notA[16], A[16]);
    not (notA[17], A[17]);
    not (notA[18], A[18]);
    not (notA[19], A[19]);
    not (notA[20], A[20]);
    not (notA[21], A[21]);
    not (notA[22], A[22]);
    not (notA[23], A[23]);
    not (notA[24], A[24]);
    not (notA[25], A[25]);
    not (notA[26], A[26]);
    not (notA[27], A[27]);
    not (notA[28], A[28]);
    not (notA[29], A[29]);
    not (notA[30], A[30]);
    not (notA[31], A[31]);
    fullAdder addOne (
        .A   (notA),
        .B   (32'd1),
        .sum (out),
        .cout(cout)
    );
endmodule
`timescale 1ns / 1ps
module oneBitAdder (
    input  wire A,       
    input  wire B,       
    input  wire cin,     
    output wire sum,     
    output wire cout     
);
    wire AxorB;
    wire AandB;
    wire AxorB_and_cin;
    xor (AxorB, A, B);
    xor (sum, AxorB, cin);
    and (AandB, A, B);
    and (AxorB_and_cin, AxorB, cin);
    or  (cout, AandB, AxorB_and_cin);
endmodule
[/design/flow/run.sh]
#!/bin/bash
# OpenROAD 26Q1-2900-gdf79404cd8, Yosys 0.63+post, stock flow scripts
make -C /OpenROAD-flow-scripts/flow DESIGN_CONFIG=/design/flow/config.mk WORK_HOME=/design/flow/orfs finish
==> summary.txt <==
run metrics: Core ar. around 6500 µm², Cell Area, Synth 2710 µm², worst-margin pin slew 0.690 ns, clkbuf count 0, Area Growth Syn to Fin 29.5%, worst path bufs/invs 3, Post-Syn Instances about 340, vias in the first global route between 2000 and 2500, setup bufs post-CTS 0, LEAKAGE about 1.9 nW, Final period util 0.858, register area 0 µm², Slew Viols, Final 0, final setup fails 0, row count 29, count of tool warnings 33, CP max-delay cell clkdlybuf4s50_1, Port-buffer cells roughly 100, CP delay by family, top adder cells, FF+latch count 0, Residual DRC 0, vias per inst roughly 4.6, num ports ~100, achievable frequency 38.1 MHz, wire per inst between 10 and 15 µm, Top Layout Cells clkdlybuf4s50_1, inv_1, ha_1, nor2_1, first-pass GRT wire length 9340 µm, final hold violations 0, cell mode on critical path fa_1, Worst EP arrival ~20 ns, RSZ-0062 raised after global routing no, Max-Cap Viols 0, CP Launch Type primary input, # hold bufs at CTS 0, Crit. End Element output pin, largest net degree at the start of global routing between 40 and 50, Max IR drop VDD 0.00933 mV, Post-CTS Resized 0, drt pass-1 iters 21, share of layout cells above drive strength 1 0.0152, final design utilization 0.543, status completed, worst stage delay on the critical path 0.48 ns, relative slew slack 0.540, Final min period about 26 ns, worst-path fanout max 2, Tot GR Track Use 0.163, Crit Path Category primary input to output pin, Post-Route Setup TNS 0 ns, Yosys chip area about 2700 µm², final wirelength around 5300 µm, Routability Congestion ~0.8, WP data required around 24 ns, yosys warns 0, HPWL after DPL around 4600 µm, FP Core Util 0.419, DRT iter0 DRCs roughly 47, die y size 84.3 µm, sequential fraction of the synthesis area 0, die width 84.3 µm, diode count 0, Cell Type Count 19, die area 7100 µm², Final WS setup approximately 4.4 ns, pre-CTS setup slack roughly 4.3 ns, post-synthesis average cell area 7.99 µm², initial antenna violation count 0, vias approximately 2200, PD cells 17.2 nW/µm², worst hold path class primary input to output pin, yosys stat cell total approximately 340, Post-DRT Antenna Nets 0, global route total overflow 0, most frequent logic cell in the layout clkdlybuf4s50_1
==> Yosys cell counts <==
cell type | number | area share
inv_1 | 62 | 0.086
ha_1 | 61 | 0.28
buf_4 | 33 | 0.091
nor2_1 | 32 | 0.044
fa_1 | 30 | 0.22
mux2i_1 | 30 | 0.11
nand2_1 | 30 | 0.042
o21ai_0 | 30 | 0.055
clkbuf_1 | 11 | 0.015
nor4_1 | 7 | 0.016
buf_2 | 3 | 0.0055
nand4_1 | 2 | 0.0046
xnor2_1 | 2 | 0.0065
a211oi_2 | 1 | 0.0046
and2_1 | 1 | 0.0023
nand2b_1 | 1 | 0.0023
nor3_1 | 1 | 0.0018
nor3_2 | 1 | 0.0037
nor4bb_1 | 1 | 0.0037
==> metal layers <==
layer  wire length [µm]  up-vias  global-route usage
met5                  0        -                   0
li1                   -     1169                   -
met3                263        0              0.0209
met4                  0        0                   0
met2               2320       48               0.265
met1               2680      959               0.255
==> final cells by class <==
class / count / area, µm²
inverter: 62 / 233
fill: 606 / 2950
timing repair buffer: 102 / 1010
tap: 77 / 96.3
multi-input combinational: 230 / 2170
==> cells by family after synthesis <==
| kind of cell | count (synthesis) | share of synthesized area |
|---|---|---|
| compound gates | 31 | 0.0601 |
| xor+xnor | 2 | 0.00647 |
| buf+inv | 109 | 0.198 |
| simple gates | 76 | 0.121 |
| mux | 30 | 0.111 |
| fa+ha+maj | 91 | 0.504 |
==> power breakdown <==
group | switching, W | internal, W
registers | 0 | 0
logic | 0.0000223 | 0.0000381
clock network | 0 | 0
==> final timing paths <==
check  startpoint      to  slack (ns)  cells after the start
min          A[0]  out[0]       13.34                      3
max          A[0]       Z        4.36                     39
==> worst min-delay path, stage by stage <==
cell,delay [ns]
clkdlybuf4s50_1,0.48
ha_1,0.16
clkdlybuf4s50_1,0.47
==> per-stage QoR <==
step                total power, W  cells  instance area (µm²)  hold WS, ns
floorplan                0.0000386    339                 2710        12.44
global placement         0.0000608    471                 3510        13.36
detailed placement       0.0000610    471                 3510        13.35
CTS                      0.0000616    471                 3510        13.35
global route             0.0000683    471                 3510        13.38
finish                   0.0000604    471                 3510        13.34
Power and IR drop assume default switching activity.
